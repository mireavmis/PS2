==> ./design.v <==
module PS2(
    input clk,
    input PS2_clk,
    input PS2_dat,
    output [7:0] out,
    output reg R_O,
    output reg ERROR
);
parameter WAIT_START_BIT = 0,
          IDLE = 1,
          WRITE = 2,
          PARITY_BIT = 3,
          STOP_BIT = 4;
reg [2:0] state_reg;
reg [3:0] cnt_reg;
reg [7:0] PS2_buf_reg;
reg [1:0] PS2_clk_sync_reg, PS2_dat_sync_reg;
assign out = PS2_buf_reg;
initial begin
    cnt_reg = 0;
    R_O = 0;
    ERROR = 0;
    state_reg = WAIT_START_BIT;
    PS2_buf_reg = 0;
    PS2_clk_sync_reg = 2'b11;
    PS2_dat_sync_reg = 2'b11;
end
always@(posedge clk) begin
    PS2_clk_sync_reg <= {PS2_clk_sync_reg[0], PS2_clk};
    PS2_dat_sync_reg <= {PS2_dat_sync_reg[0], PS2_dat};
end
always@(negedge PS2_clk_sync_reg[1]) begin
    case(state_reg)
    WAIT_START_BIT:
    begin
        R_O <= 0;
        ERROR <= 0;
        state_reg <= ~PS2_dat ? WRITE : IDLE;
    end
    IDLE:
        if (cnt_reg == 4'd10) begin
            ERROR <= 1;
            R_O <= 1;
            state_reg <= WAIT_START_BIT;
        end
    WRITE: 
    begin
    if (cnt_reg == 4'd8)
        state_reg <= PARITY_BIT;
    PS2_buf_reg <= {PS2_dat_sync_reg[1], PS2_buf_reg[7:1]};
    end
    PARITY_BIT: 
    begin
        if ((~^PS2_buf_reg) == PS2_dat_sync_reg[1])
            state_reg <= STOP_BIT;
        else
            state_reg <= IDLE;
    end
    STOP_BIT: 
    begin
        if (!PS2_dat)
            ERROR <= 1;
        R_O <= 1;
        state_reg <= WAIT_START_BIT;
    end
    endcase
end
always@(negedge PS2_clk_sync_reg[1]) begin
    cnt_reg <= cnt_reg + 1;
    if (cnt_reg == 4'd10)
        cnt_reg <= 0;
end
endmodule
module PS2_DC(
    input [7:0] keycode,
    output reg [3:0] out,
    output reg [1:0] flags
);
reg [7:0] NUMBERS [0:15];
parameter [7:0] ENTER_CODE = 8'h5A;
parameter NUMBER_F = 0, ENTER_F = 1;
initial begin
    NUMBERS[0]  = 8'h45;
    NUMBERS[1]  = 8'h16;
    NUMBERS[2]  = 8'h1E;
    NUMBERS[3]  = 8'h26;
    NUMBERS[4]  = 8'h25;
    NUMBERS[5]  = 8'h2E;
    NUMBERS[6]  = 8'h36;
    NUMBERS[7]  = 8'h3D;
    NUMBERS[8]  = 8'h3E;
    NUMBERS[9]  = 8'h46;
    NUMBERS[10] = 8'h1C;
    NUMBERS[11] = 8'h32;
    NUMBERS[12] = 8'h21;
    NUMBERS[13] = 8'h23;
    NUMBERS[14] = 8'h24;
    NUMBERS[15] = 8'h2B;
    out = 0;
    flags = 0;
end
always@(keycode) begin
    case(keycode)
    NUMBERS[0] : out = 4'h0;
    NUMBERS[1] : out = 4'h1;
    NUMBERS[2] : out = 4'h2;
    NUMBERS[3] : out = 4'h3;
    NUMBERS[4] : out = 4'h4;
    NUMBERS[5] : out = 4'h5;
    NUMBERS[6] : out = 4'h6;
    NUMBERS[7] : out = 4'h7;
    NUMBERS[8] : out = 4'h8;
    NUMBERS[9] : out = 4'h9;
    NUMBERS[10]: out = 4'hA;
    NUMBERS[11]: out = 4'hB;
    NUMBERS[12]: out = 4'hC;
    NUMBERS[13]: out = 4'hD;
    NUMBERS[14]: out = 4'hE;
    NUMBERS[15]: out = 4'hF;
    ENTER_CODE: out = 0;
    default: out = 0;
    endcase
end
always@(keycode) begin
    case(keycode)
    NUMBERS[0], NUMBERS[1], NUMBERS[2], NUMBERS[3],
    NUMBERS[4], NUMBERS[5], NUMBERS[6], NUMBERS[7],
    NUMBERS[8], NUMBERS[9], NUMBERS[10], NUMBERS[11],
    NUMBERS[12], NUMBERS[13], NUMBERS[14], NUMBERS[15]:
    flags <= 1 << NUMBER_F;
    ENTER_CODE: flags <= 1 << ENTER_F;
    default: flags <= 0;
    endcase
end
endmodule
module PS2_Manager (
    input clk,
    input PS2_dat,
    input PS2_clk,
    output reg R_O,
    output [3:0] out,
    output [1:0] flags
);
parameter WAIT_ONE = 0;
parameter WAIT_ZERO = 1;
reg state;
wire PS2_R_O, PS2_ERROR;
wire [7:0] PS2_out;
reg release_flag;
initial begin
    state = 0; R_O = 0;
    release_flag = 0;
end
always@(posedge clk) begin
    case(state)
    WAIT_ONE: begin
        if (PS2_R_O) begin
            if (!PS2_ERROR) begin
                if (PS2_out == 8'hF0)
                    release_flag <= 1;
                else if (release_flag) begin
                    R_O <= 1;
                    release_flag <= 0;
                end
            end
            state <= WAIT_ZERO;
        end
    end
    WAIT_ZERO: begin
        R_O <= 0;
        if (!PS2_R_O)
            state <= WAIT_ONE;
        end
    endcase
end
PS2 ps2(
    .PS2_clk (PS2_clk),
    .PS2_dat (PS2_dat),
    .out     (PS2_out),
    .R_O     (PS2_R_O),
    .ERROR   (PS2_ERROR),
    .clk     (clk)
);
PS2_DC dc(.keycode(PS2_out), .out(out), .flags(flags));
endmodule
module clk_divider #(parameter DIV=2)
    (input clk, input rst, output reg divided_clk);
wire [$clog2(DIV)-1:0] cnt;
initial begin
    divided_clk <= 0;
end
always@(posedge clk) begin
    divided_clk <= (cnt < DIV / 2) ? 1'b1 : 1'b0;
end
param_counter #(.STEP(1), .UPPER_BOUND(DIV))
        counter(.clk(clk),
                .rst(rst),
                .cnt(cnt));
endmodule
module debouncer (
    input clk, input clock_enable, input in_signal,
    output out_signal, output out_signal_enable
    );
    localparam UPPER_BOUND = 512;
    wire rst, tmp;
    wire synch;
    synchronizer synchronizer_inst(.d(in_signal), .clk(clk), .out(synch));
    reg out_signal_reg        = 0;
    reg out_signal_enable_reg = 0;
    wire [$clog2(UPPER_BOUND)-1:0] streak;
    param_counter #(.UPPER_BOUND(UPPER_BOUND))
        counter(.clk(clk), .rst(rst), .cnt(streak));
    assign out_signal_enable = out_signal_enable_reg;
    assign out_signal = out_signal_reg;
    assign tmp = (streak == UPPER_BOUND-1) && clock_enable;
    assign rst = synch ~^ out_signal_reg;
    always @(posedge clk) begin
        out_signal_enable_reg <= tmp & synch;
        if (tmp)
            out_signal_reg <= synch;
        else
            out_signal_reg <= out_signal_reg;
    end
endmodule
module fsm(
    input [15:0] dataIn,
    input R_I,
    input reset,
    input clk,
    output reg REG_ERROR,
    output [15:0] dataOut,
    output reg R_O
);
parameter S0 = 0,
          S1 = 1,
          S2 = 2,
          S3 = 3,
          S4 = 4,
          S5 = 5,
          S6 = 6;
reg [3:0] state;
reg [15:0] REG_IN, REG_RES;
reg [16:0] REG_TMP;
reg REG_SIGN;
integer i, j, point;
initial begin
    state     = S0;
    REG_ERROR = 0;
    REG_RES   = 0;
    REG_IN    = 0;
    REG_TMP   = 0;
    REG_SIGN  = 0;
    i         = 0;
    j         = 0;
    point     = 0;
    R_O       = 0;
end
always@(posedge clk) begin
    if (reset)
        state <= S0;
    else begin
        case(state)
            S0: begin
                R_O       <= 0;
                REG_IN    <= 0;
                REG_RES   <= 0;
                REG_TMP   <= 0;
                REG_SIGN  <= 0;
                REG_ERROR <= 0;
                state <= S1;
            end
            S1: begin
                if (R_I) begin
                    REG_IN <= dataIn;
                    state <= S2;
                end
            end
            S2: begin
                REG_SIGN = REG_IN[15];
                REG_TMP  <= REG_IN;
                if (REG_SIGN)
                    state <= S3;
                else
                    state <= S4;
            end
            S3: begin
                REG_TMP     = ~REG_TMP;
                REG_TMP[16] = 0;
                REG_TMP     = REG_TMP + 1;
                state <= S4;
            end
            S4: begin
                if (REG_TMP > 2048)
                    state <= S5;
                else
                    state <= S6;
            end
            S5: begin
                REG_ERROR <= 1;
                state <= S0;
            end
            S6: begin
                if (REG_IN == 0) begin
                    REG_RES <= 0;
                end
                else begin
                    for (i = 0; i < 11; i = i + 1) begin
                        if (REG_TMP[i] == 1)
                            point = i;
                        else
                            point = point;
                    end
                    REG_RES[15] <= REG_SIGN;
                    REG_RES[14:10] <= 15 + point;
                    case(point)
                        0:  for (j = 0; j < 0; j = j + 1)  REG_RES[9-j] <= REG_TMP[point-j-1];
                        1:  for (j = 0; j < 1; j = j + 1)  REG_RES[9-j] <= REG_TMP[point-j-1];
                        2:  for (j = 0; j < 2; j = j + 1)  REG_RES[9-j] <= REG_TMP[point-j-1];
                        3:  for (j = 0; j < 3; j = j + 1)  REG_RES[9-j] <= REG_TMP[point-j-1];
                        4:  for (j = 0; j < 4; j = j + 1)  REG_RES[9-j] <= REG_TMP[point-j-1];
                        5:  for (j = 0; j < 5; j = j + 1)  REG_RES[9-j] <= REG_TMP[point-j-1];
                        6:  for (j = 0; j < 6; j = j + 1)  REG_RES[9-j] <= REG_TMP[point-j-1];
                        7:  for (j = 0; j < 7; j = j + 1)  REG_RES[9-j] <= REG_TMP[point-j-1];
                        8:  for (j = 0; j < 8; j = j + 1)  REG_RES[9-j] <= REG_TMP[point-j-1];
                        9:  for (j = 0; j < 9; j = j + 1)  REG_RES[9-j] <= REG_TMP[point-j-1];
                        10: for (j = 0; j < 10; j = j + 1) REG_RES[9-j] <= REG_TMP[point-j-1];
                    endcase
                end
                R_O <= 1;
                state <= S0;
            end
        endcase
    end
end
assign dataOut = REG_RES;
endmodule
`timescale 1ns / 1ps
module param_counter #(
    parameter STEP = 1,
    parameter UPPER_BOUND = 65536)(
    input clk, input rst,
    output reg [$clog2(UPPER_BOUND)-1:0] cnt
    );
    initial 
        cnt <= 0;
    always@(posedge clk) begin
        if (rst)
            cnt <= 0;
        else
            cnt <= (cnt + STEP) % UPPER_BOUND;
    end
endmodule
`timescale 1ns / 1ps
module segment_controller(
    input clk,
    input [31:0] NUMB,
    input ERROR,
    input [7:0] MASK,
    output reg [7:0] anodes,
    output reg [7:0] cathodes
);
    wire [2:0] current_number_digit;    
    reg [3:0] current_digit;
    integer i;
    initial begin
        i             <= 0;
        anodes        <= 8'b11111111;
        current_digit <= 0;
        cathodes      <= 8'b11111111;
    end
    always@(current_number_digit) begin
        case(current_number_digit)
        3'b000: current_digit = NUMB[3:0];
        3'b001: current_digit = NUMB[7:4];
        3'b010: current_digit = NUMB[11:8];
        3'b011: current_digit = NUMB[15:12];
        3'b100: current_digit = NUMB[19:16];
        3'b101: current_digit = NUMB[23:20];
        3'b110: current_digit = NUMB[27:24];
        3'b111: current_digit = NUMB[31:28];
        endcase
    end
    always@(posedge clk) begin
        if (ERROR == 0) begin
            case(current_digit)
            4'h0: cathodes <= 8'b11000000;
            4'h1: cathodes <= 8'b11111001;
            4'h2: cathodes <= 8'b10100100;
            4'h3: cathodes <= 8'b10110000;
            4'h4: cathodes <= 8'b10011001;
            4'h5: cathodes <= 8'b10010010;
            4'h6: cathodes <= 8'b10000010;
            4'h7: cathodes <= 8'b11111000;
            4'h8: cathodes <= 8'b10000000;
            4'h9: cathodes <= 8'b10010000;
            4'ha: cathodes <= 8'b10001000;
            4'hb: cathodes <= 8'b10000011;
            4'hc: cathodes <= 8'b11000110;
            4'hd: cathodes <= 8'b10100001;
            4'he: cathodes <= 8'b10000110;
            4'hf: cathodes <= 8'b10001110;
            default: cathodes <= 8'b11111111;
            endcase
            i = current_number_digit;
            if ((MASK & (1 << i)) == 0) begin
                case(current_number_digit)
                4'h0: anodes <= 8'b11111110;
                4'h1: anodes <= 8'b11111101;
                4'h2: anodes <= 8'b11111011;
                4'h3: anodes <= 8'b11110111;
                4'h4: anodes <= 8'b11101111;
                4'h5: anodes <= 8'b11011111;
                4'h6: anodes <= 8'b10111111;
                4'h7: anodes <= 8'b01111111;
                default: anodes <= 8'b11111111;
                endcase
            end
            else
                anodes <= 8'b11111111;
        end  
        else begin
            if (current_number_digit <= 4) begin
                case(current_number_digit)
                0: cathodes <= 8'b11001100;  
                1: cathodes <= 8'b11000000;  
                2: cathodes <= 8'b11001100;  
                3: cathodes <= 8'b11001100;  
                4: cathodes <= 8'b10000110;  
                endcase
                case(current_number_digit)
                4'h0: anodes <= 8'b11111110;
                4'h1: anodes <= 8'b11111101;
                4'h2: anodes <= 8'b11111011;
                4'h3: anodes <= 8'b11110111;
                4'h4: anodes <= 8'b11101111;
                endcase
            end
            else
                anodes <= 8'b11111111;
        end  
    end  
    param_counter #(.UPPER_BOUND(8)) 
        counter(.clk(clk), .rst(1'b0), .cnt(current_number_digit));
endmodule
`timescale 1ns / 1ps
module shift_reg(
        input clk,
        input reset,
        input enter,
        input [3:0] switches,
        output reg [7:0] MASK,
        output reg [31:0] NUMB
    );
    initial begin
        NUMB <= 0;
        MASK <= 8'b11111111;
    end
    always@(posedge clk) begin
        if (enter) begin
            NUMB <= {NUMB[27:0], switches};
            MASK <= MASK << 1;
        end
        else if (reset) begin
            NUMB <= 0;
            MASK <= 8'b11111111;
        end
        else begin
            NUMB <= NUMB;
        end
    end
endmodule
`timescale 1ns / 1ps
module synchronizer(
    input d, input clk,
    output out
    );
    reg a, b;
    initial begin
        a = 0;
        b = 0;
    end
    always@ (posedge clk) begin
        a <= d;
        b <= a;
    end
    assign out = b;
endmodule
`timescale 1ns / 1ps
module top(
    input PS2_dat,
    input PS2_clk,
    input clk100mhz,
    input reset,
    output [7:0] anodes,
    output [7:0] cathodes
);
wire clk100khz;
wire enter_emul;
wire [3:0] ps2_out;
wire R_O;
wire reset, reset_sync, reset_sync_enable;
wire fsm_R_I;
wire [7:0] mask;
reg  [7:0] mask_reg;
wire [31:0] numb;
reg  [31:0] numb_reg;
wire fsm_error;
wire [15:0] fsm_res;
wire fsm_R_O;
reg fsm_R_O_reg;
wire [1:0] flags;
initial begin
    numb_reg <= 0;
    mask_reg <= 8'b1111_1111;
    fsm_R_O_reg <= 0;
end
always@(posedge clk100mhz) begin
    if (fsm_R_O) begin
        mask_reg <= 8'b1111_0000;
        numb_reg[15:0] <= fsm_res;
        fsm_R_O_reg <= 1;
    end
    else if (reset_sync_enable)
        fsm_R_O_reg <= 0;
    else if (fsm_R_O_reg == 0) begin
        mask_reg <= mask;
        numb_reg <= numb;
    end
    else begin
        mask_reg <= mask_reg;
        numb_reg <= numb_reg;
    end
end
assign enter_emul = R_O && flags[0];
assign fsm_R_I = R_O && flags[1];
clk_divider #(
    .DIV(1000)  
)
clk_divider_100khz(
    .divided_clk (clk100khz),
    .clk         (clk100mhz),
    .rst         (1'b0     )
);
debouncer resest_debouncer(
    .clock_enable      (1'b1             ),
    .in_signal         (reset            ),
    .out_signal        (reset_sync       ),
    .out_signal_enable (reset_sync_enable),
    .clk               (clk100mhz        )
);
segment_controller display(
    .NUMB     (numb_reg ),
    .MASK     (mask_reg ),
    .ERROR    (fsm_error),
    .anodes   (anodes   ),
    .cathodes (cathodes ),
    .clk      (clk100khz)
);
shift_reg shift_register(
    .enter    (enter_emul),
    .switches (ps2_out   ),
    .MASK     (mask      ),
    .NUMB     (numb      ),
    .clk      (clk100mhz ),
    .reset    (reset     )
);
PS2_Manager ps2(
    .PS2_dat (PS2_dat  ),
    .PS2_clk (PS2_clk  ),
    .R_O     (R_O      ),
    .out     (ps2_out  ),
    .flags   (flags    ),
    .clk     (clk100mhz)
);
fsm fsm_inst(
    .dataIn    (numb_reg[15:0]   ),
    .R_I       (fsm_R_I          ),
    .REG_ERROR (fsm_error        ),
    .dataOut   (fsm_res          ),
    .R_O       (fsm_R_O          ),
    .reset     (reset_sync_enable),
    .clk       (clk100mhz        )
);
endmodule
==> ./run.sh <==
#!/bin/bash
# OpenROAD 26Q1-2900-gdf79404cd8, Yosys 0.63+post, stock flow scripts
make -C /OpenROAD-flow-scripts/flow DESIGN_CONFIG=/design/flow/config.mk WORK_HOME=/design/flow/orfs finish
==> ./config.mk <==
export PLATFORM = sky130hd
export DESIGN_NAME = top
export DESIGN_NICKNAME = top
export VERILOG_FILES = /design/flow/design.v
export SDC_FILE = /design/flow/constraint.sdc
export NUM_CORES = 4
export LEC_CHECK = 1
export CORE_UTILIZATION = 40
==> ./constraint.sdc <==
current_design top

set clk_period 8.2
set clk_io_pct 0.2

create_clock -name clk0 -period $clk_period [get_ports {clk100mhz}]

set non_clock_inputs [all_inputs -no_clocks]
set_input_delay [expr $clk_period * $clk_io_pct] -clock clk0 $non_clock_inputs
set_output_delay [expr $clk_period * $clk_io_pct] -clock clk0 [all_outputs]
==> results.yml <==
# physical design summary
clocking:
  postCtsSetupBuffers: 0
  clock.latency.late_pin_ns: 0.45
  cts_inserted_buffers: 17
  clock_root_buffer: "clkbuf_16"
  clk_transition_reported_paths_ns: 0.08
  ctsLongestPathBuffers: 2
  cts_resized: 0
  hold_buffers: 0
  cts_max_level: 4
  tritoncts: "yes"
floorplanning:
  core-area_mm2: 0.0316
  num_rows: 65
  chip_area_mm2: 0.0330
  fraction_of_the_core_area_occupied_by_cells_at_floorplan_pct: 40.8
  io_pins: 20
  fp.dieW_um: 182
  die-height_um: 182
placed_design:
  globalplace.congestion: 0.924
  place.port_buffers: 18
  place_hpwl_um: 20400
run:
  warning_count: 64
  drv.max_cap_violation_count: 0
sta:
  finalClockPeriodUsage_pct: 54.0
  setup_viol: 0
  timing.final.hold_violations: 0
  fmax_mhz: 226
  worst_slew_pin_slew_ns: 0.861
  timing.final.crit_period_ns: 4.43
  max_slew_margin_pct: 42.0
  untimed_endpoints: 72
  report.final.slew_viol_count: 0
  unclocked_pins: 35
  finalHoldWorstSlack_ns: 0.324
  fin_skew_ns: 0.0114
  rsz0062_at_grt: "no"
  timing.setup.tns_ns: 0
worst_setup_path:
  r2r_start: "fsm_inst.REG_TMP[2]$_DFFE_PP_"
  timing.critical_path.fanout_max: 21
  critical_path.startpoint: "fsm_inst.REG_TMP[2]$_DFFE_PP_"
  setup.worst_path.start_class: "register"
  endpoint_kind: "register"
  cp_data_required_time_ns: 8.40
  crit_type: "reg2reg"
  cp.arrival_ns: 4.63
routing:
  wl_um: 28500
  routed-via-count: 8895
  vias_per_cell: 5.51
  drc_errors: 0
  maxUsedRoutingLayer: "met4"
  route.met2.wl_um: 13000
  ant_nets: 0
  met3_length_um: 1550
  detailedRoute.firstIterationViolations: 599
  routedLengthMet1_um: 13300
  drt_pass_1_iters: 5
  antenna_cells_inserted: 0
  wl_per_cell_um: 17.7
global_route:
  remaining_global_route_overflow: 0
  grt_antenna_before_repair: 0
  grt_first_pass_wirelength_um: 46800
  grt_util_all_layers_pct: 19.0
  first_global_vias: 8523
  grt_max_degree: 33
yosys:
  ff_type: "edfxtp_1"
  synthMostInstantiatedCell: "edfxtp_1"
  post_synthesis_chip_area_from_yosys_mm2: 0.0129
  share_of_the_yosys_chip_area_belonging_to_registers_pct: 50.7
  top_area_share_pct: 43.2
  count_of_warnings_emitted_by_yosys: 13
  ys_ff: 234
  synthTopCellsByCount: "edfxtp_1 (186), nand2_1 (99), nor2_1 (77), o21ai_0 (60), clkbuf_1 (58)"
  edf_count: 186
  async_flop_share_pct: 0
  syn-mean-instance-area_um2: 10.7
  ys_cells: 1213
  synth_cell_types: 89
  synthCells: 1213
  yosys.area.top_type: "edfxtp_1"
  syn-cell-area_mm2: 0.0129
  largest_cells_by_area_after_synthesis: "edfxtp_1 (43%), dfxtp_1 (7.4%), ha_1 (5.2%)"
final_layout:
  area.growth.synth_to_final_pct: 8.81
  fraction_of_layout_instances_using_a_drive_strength_above_1_pct: 9.17
  fill_count: 2868
min_path:
  min_from: "resest_debouncer.synchronizer_inst.a$_DFF_P_"
  hold_class: "reg2reg"
power_and_ir_drop:
  power_density_mw_per_mm2: 162
  totalPowerFinal_mw: 2.28
  leakagePower_nw: 5.11
  worst_ir_drop_vdd_uv: 156
outcome:
  status: "finished clean"
-- per-layer routing --
metal,vias up,global-route usage [%]
li1,4422,-
met1,4232,29.6
met2,208,28.5
met3,33,4.58
met4,0,3.63
met5,-,0
-- where the power goes --
group	internal (mW)	total [mW]	switching [mW]	leakage [nW]
Sequential	1.13	1.16	0.0371	2.10
Clock	0.421	0.861	0.440	0.301
Combinational	0.0996	0.251	0.152	2.71
-- cell families after synthesis --
logic type                 count (synthesis)  share of synthesized area [%]
DFF                                      234                           50.7
AOI/OAI and AO/OA                        256                           13.7
and+or+nand+nor                          425                           17.4
xor gates and xnor gates                  60                           4.21
other                                      1                         0.0290
buffers and inverters                    132                           4.11
muxes                                     51                           4.67
adders and majority gates                 54                           5.23
-- cell type report --
type | instances | area (µm²) | area share [%]
Tap cell | 402 | 503 | 3.58
Inverter | 58 | 218 | 1.55
Multi-Input combinational cell | 855 | 5890 | 41.9
Timing Repair Buffer | 32 | 285 | 2.03
Clock buffer | 17 | 425 | 3.03
Sequential cell | 234 | 6550 | 46.6
Clock inverter | 15 | 189 | 1.34
-- worst max-delay path, cell delays in order, from the launching register on --
cell	delay, ns
edfxtp_1	0.55
or4_1	0.59
o221ai_2	0.38
nand2_4	0.21
ha_1	0.85
clkinv_1	0.51
nor2_1	0.20
a21oi_1	0.05
o21ai_0	0.26
o21ai_0	0.12
and3_1	0.19
o31a_1	0.27
-- worst paths after layout --
check,endpoint,slack [ns],cells after the start
worst max register to register,fsm_inst.REG_RES[5]$_DFFE_PP_,3.77,11
worst min register to register,resest_debouncer.synchronizer_inst.b$_DFF_P_,0.32,0
worst min-delay path,resest_debouncer.synchronizer_inst.b$_DFF_P_,0.32,0
worst max-delay path,fsm_inst.REG_RES[5]$_DFFE_PP_,3.77,11
-- metrics by stage --
stage	utilization, %	worst slack [ns]	instance area [µm²]	std cells
after floorplan	-	4.32	12900	1221
after CTS	44.4	3.78	14100	1613
after detailed placement	42.5	3.79	13400	1581
after global routing	44.4	3.46	14100	1613
after global placement	42.5	3.86	13400	1581
final	44.4	3.77	14100	1613
-- cells in the final DEF, fill, tap and decap left out, drive strengths merged, types with 28 or more instances in the layout --
cell type / instances
ha: 54
a21oi: 51
xnor2: 43
nand3: 36
nand2: 102
dfxtp: 48
nor3: 28
nor2: 77
and3: 44
and2: 52
edfxtp: 186
inv: 66
o21ai: 62
Power and IR drop assume default switching activity.
